## run.sh

```bash
#!/bin/bash
# OpenROAD 26Q1-2900-gdf79404cd8, Yosys 0.63+post, stock flow scripts
make -C /OpenROAD-flow-scripts/flow DESIGN_CONFIG=/design/flow/config.mk WORK_HOME=/design/flow/orfs finish
```

## config.mk

```make
export PLATFORM = sky130hd
export DESIGN_NAME = merge16_light
export DESIGN_NICKNAME = merge16_light
export VERILOG_FILES = /design/flow/design.v
export SDC_FILE = /design/flow/constraint.sdc
export NUM_CORES = 4
export LEC_CHECK = 1
export CORE_UTILIZATION = 30
```

## constraint.sdc

```tcl
current_design merge16_light

set clk_period 6.9
set clk_io_pct 0.2

create_clock -name clk0 -period $clk_period [get_ports {clock4x}]

set non_clock_inputs [all_inputs -no_clocks]
set_input_delay [expr $clk_period * $clk_io_pct] -clock clk0 $non_clock_inputs
set_output_delay [expr $clk_period * $clk_io_pct] -clock clk0 [all_outputs]
```

## design.v

```verilog
module merge16_light (
  input clock4x,
  input      mux_pulse_in,
  output reg mux_pulse_out,
  input [MXADRBITS-1:0] adr_in0,
  input [MXADRBITS-1:0] adr_in1,
  input [MXADRBITS-1:0] adr_in2,
  input [MXADRBITS-1:0] adr_in3,
  input [MXADRBITS-1:0] adr_in4,
  input [MXADRBITS-1:0] adr_in5,
  input [MXADRBITS-1:0] adr_in6,
  input [MXADRBITS-1:0] adr_in7,
  input [MXADRBITS-1:0] adr_in8,
  input [MXADRBITS-1:0] adr_in9,
  input [MXADRBITS-1:0] adr_in10,
  input [MXADRBITS-1:0] adr_in11,
  input [MXADRBITS-1:0] adr_in12,
  input [MXADRBITS-1:0] adr_in13,
  input [MXADRBITS-1:0] adr_in14,
  input [MXADRBITS-1:0] adr_in15,
  input [MXCNTBITS-1:0] cnt_in0,
  input [MXCNTBITS-1:0] cnt_in1,
  input [MXCNTBITS-1:0] cnt_in2,
  input [MXCNTBITS-1:0] cnt_in3,
  input [MXCNTBITS-1:0] cnt_in4,
  input [MXCNTBITS-1:0] cnt_in5,
  input [MXCNTBITS-1:0] cnt_in6,
  input [MXCNTBITS-1:0] cnt_in7,
  input [MXCNTBITS-1:0] cnt_in8,
  input [MXCNTBITS-1:0] cnt_in9,
  input [MXCNTBITS-1:0] cnt_in10,
  input [MXCNTBITS-1:0] cnt_in11,
  input [MXCNTBITS-1:0] cnt_in12,
  input [MXCNTBITS-1:0] cnt_in13,
  input [MXCNTBITS-1:0] cnt_in14,
  input [MXCNTBITS-1:0] cnt_in15,
  input  vpf_in0,
  input  vpf_in1,
  input  vpf_in2,
  input  vpf_in3,
  input  vpf_in4,
  input  vpf_in5,
  input  vpf_in6,
  input  vpf_in7,
  input  vpf_in8,
  input  vpf_in9,
  input  vpf_in10,
  input  vpf_in11,
  input  vpf_in12,
  input  vpf_in13,
  input  vpf_in14,
  input  vpf_in15,
  output reg [MXADRBITS-1:0] adr0_o,
  output reg [MXADRBITS-1:0] adr1_o,
  output reg [MXADRBITS-1:0] adr2_o,
  output reg [MXADRBITS-1:0] adr3_o,
  output reg [MXADRBITS-1:0] adr4_o,
  output reg [MXADRBITS-1:0] adr5_o,
  output reg [MXADRBITS-1:0] adr6_o,
  output reg [MXADRBITS-1:0] adr7_o,
  output reg [MXCNTBITS-1:0] cnt0_o,
  output reg [MXCNTBITS-1:0] cnt1_o,
  output reg [MXCNTBITS-1:0] cnt2_o,
  output reg [MXCNTBITS-1:0] cnt3_o,
  output reg [MXCNTBITS-1:0] cnt4_o,
  output reg [MXCNTBITS-1:0] cnt5_o,
  output reg [MXCNTBITS-1:0] cnt6_o,
  output reg [MXCNTBITS-1:0] cnt7_o
);
parameter MXADRBITS=11;
parameter MXCNTBITS=3;
  reg [MXADRBITS-1:0] adr [15:0];   reg [MXCNTBITS-1:0] cnt [15:0]; reg [16:0] vpf;
  reg mux_pulse;
    always @(posedge clock4x) begin
    adr[0]  <=  adr_in0;           vpf[0]  <= vpf_in0;        cnt[0]  <= cnt_in0;
    adr[1]  <=  adr_in1;           vpf[1]  <= vpf_in1;        cnt[1]  <= cnt_in1;
    adr[2]  <=  adr_in2;           vpf[2]  <= vpf_in2;        cnt[2]  <= cnt_in2;
    adr[3]  <=  adr_in3;           vpf[3]  <= vpf_in3;        cnt[3]  <= cnt_in3;
    adr[4]  <=  adr_in4;           vpf[4]  <= vpf_in4;        cnt[4]  <= cnt_in4;
    adr[5]  <=  adr_in5;           vpf[5]  <= vpf_in5;        cnt[5]  <= cnt_in5;
    adr[6]  <=  adr_in6;           vpf[6]  <= vpf_in6;        cnt[6]  <= cnt_in6;
    adr[7]  <=  adr_in7;           vpf[7]  <= vpf_in7;        cnt[7]  <= cnt_in7;
    adr[8]  <=  adr_in8;           vpf[8]  <= vpf_in8;        cnt[8]  <= cnt_in8;
    adr[9]  <=  adr_in9;           vpf[9]  <= vpf_in9;        cnt[9]  <= cnt_in9;
    adr[10] <=  adr_in10;          vpf[10] <= vpf_in10;       cnt[10] <= cnt_in10;
    adr[11] <=  adr_in11;          vpf[11] <= vpf_in11;       cnt[11] <= cnt_in11;
    adr[12] <=  adr_in12;          vpf[12] <= vpf_in12;       cnt[12] <= cnt_in12;
    adr[13] <=  adr_in13;          vpf[13] <= vpf_in13;       cnt[13] <= cnt_in13;
    adr[14] <=  adr_in14;          vpf[14] <= vpf_in14;       cnt[14] <= cnt_in14;
    adr[15] <=  adr_in15;          vpf[15] <= vpf_in15;       cnt[15] <= cnt_in15;
    mux_pulse <= mux_pulse_in;
  end
  always @(posedge clock4x) begin
     if     (vpf[7:0] == 8'b00000001) begin
      {adr0_o,cnt0_o} <= {adr[0],  cnt[0]};
      {adr1_o,cnt1_o} <= {adr[8],  cnt[8]};
      {adr2_o,cnt2_o} <= {adr[9],  cnt[9]};
      {adr3_o,cnt3_o} <= {adr[10], cnt[10]};
      {adr4_o,cnt4_o} <= {adr[11], cnt[11]};
      {adr5_o,cnt5_o} <= {adr[12], cnt[12]};
      {adr6_o,cnt6_o} <= {adr[13], cnt[13]};
      {adr7_o,cnt7_o} <= {adr[14], cnt[14]};
    end
    else if (vpf[7:0] == 8'b00000011) begin
      {adr0_o,cnt0_o} <= {adr[0],  cnt[0]};
      {adr1_o,cnt1_o} <= {adr[1],  cnt[1]};
      {adr2_o,cnt2_o} <= {adr[8],  cnt[8]};
      {adr3_o,cnt3_o} <= {adr[9],  cnt[9]};
      {adr4_o,cnt4_o} <= {adr[10], cnt[10]};
      {adr5_o,cnt5_o} <= {adr[11], cnt[11]};
      {adr6_o,cnt6_o} <= {adr[12], cnt[12]};
      {adr7_o,cnt7_o} <= {adr[13], cnt[13]};
    end
    else if (vpf[7:0] == 8'b00000111) begin
      {adr0_o,cnt0_o} <= {adr[0], cnt[0]};
      {adr1_o,cnt1_o} <= {adr[1], cnt[1]};
      {adr2_o,cnt2_o} <= {adr[2], cnt[2]};
      {adr3_o,cnt3_o} <= {adr[8], cnt[8]};
      {adr4_o,cnt4_o} <= {adr[8], cnt[8]};
      {adr5_o,cnt5_o} <= {adr[8], cnt[8]};
      {adr6_o,cnt6_o} <= {adr[8], cnt[8]};
      {adr7_o,cnt7_o} <= {adr[8], cnt[8]};
    end
    else if (vpf[7:0] == 8'b00001111) begin
      {adr0_o,cnt0_o} <= {adr[0], cnt[0]};
      {adr1_o,cnt1_o} <= {adr[1], cnt[1]};
      {adr2_o,cnt2_o} <= {adr[2], cnt[2]};
      {adr3_o,cnt3_o} <= {adr[3], cnt[3]};
      {adr4_o,cnt4_o} <= {adr[8], cnt[8]};
      {adr5_o,cnt5_o} <= {adr[8], cnt[8]};
      {adr6_o,cnt6_o} <= {adr[8], cnt[8]};
      {adr7_o,cnt7_o} <= {adr[8], cnt[8]};
    end
    else if (vpf[7:0] == 8'b00011111) begin
      {adr0_o,cnt0_o} <= {adr[0], cnt[0]};
      {adr1_o,cnt1_o} <= {adr[1], cnt[1]};
      {adr2_o,cnt2_o} <= {adr[2], cnt[2]};
      {adr3_o,cnt3_o} <= {adr[3], cnt[3]};
      {adr4_o,cnt4_o} <= {adr[4], cnt[4]};
      {adr5_o,cnt5_o} <= {adr[8], cnt[8]};
      {adr6_o,cnt6_o} <= {adr[8], cnt[8]};
      {adr7_o,cnt7_o} <= {adr[8], cnt[8]};
    end
    else if (vpf[7:0] == 8'b00111111) begin
      {adr0_o,cnt0_o} <= {adr[0], cnt[0]};
      {adr1_o,cnt1_o} <= {adr[1], cnt[1]};
      {adr2_o,cnt2_o} <= {adr[2], cnt[2]};
      {adr3_o,cnt3_o} <= {adr[3], cnt[3]};
      {adr4_o,cnt4_o} <= {adr[4], cnt[4]};
      {adr5_o,cnt5_o} <= {adr[5], cnt[5]};
      {adr6_o,cnt6_o} <= {adr[8], cnt[8]};
      {adr7_o,cnt7_o} <= {adr[8], cnt[8]};
    end
    else if (vpf[7:0] == 8'b01111111) begin
      {adr0_o,cnt0_o} <= {adr[0], cnt[0]};
      {adr1_o,cnt1_o} <= {adr[1], cnt[1]};
      {adr2_o,cnt2_o} <= {adr[2], cnt[2]};
      {adr3_o,cnt3_o} <= {adr[3], cnt[3]};
      {adr4_o,cnt4_o} <= {adr[4], cnt[4]};
      {adr5_o,cnt5_o} <= {adr[5], cnt[5]};
      {adr6_o,cnt6_o} <= {adr[6], cnt[6]};
      {adr7_o,cnt7_o} <= {adr[8], cnt[8]};
    end
    else if (vpf[7:0] == 8'b11111111) begin
      {adr0_o,cnt0_o} <= {adr[0], cnt[0]};
      {adr1_o,cnt1_o} <= {adr[1], cnt[1]};
      {adr2_o,cnt2_o} <= {adr[2], cnt[2]};
      {adr3_o,cnt3_o} <= {adr[3], cnt[3]};
      {adr4_o,cnt4_o} <= {adr[4], cnt[4]};
      {adr5_o,cnt5_o} <= {adr[5], cnt[5]};
      {adr6_o,cnt6_o} <= {adr[6], cnt[6]};
      {adr7_o,cnt7_o} <= {adr[7], cnt[7]};
    end
    mux_pulse_out <= mux_pulse;
  end
endmodule
```

==> impl_metrics.json <==
{
  "ys_cells": 748,
  "setup_tns_ns": 0,
  "rr_endpoint": "adr7_o[10]",
  "finalClockPeriodUsage_pct": 47.9,
  "timing.clock.skew_ns": 0.00709,
  "row_count": 68,
  "cts.repair_timing.setup_buffer_count": 0,
  "core_area_sq_um": 34800,
  "grt_usage_pct": 17.4,
  "critPathMaxFanout": 55,
  "antenna_found_initial": 3,
  "clock_latency_reported_for_the_late_side_of_the_worst_skew_pair_ns": 0.54,
  "area_growth_syn_to_layout_pct": 48.0,
  "tritoncts_buffer_count": 38,
  "wire_length_of_the_first_global_routing_pass_microns": 44100,
  "clock_path_buffers": 3,
  "critical-path-max-stage-delay_ns": 0.83,
  "holdPathStages": 0,
  "total_leakage_power_nw": 5.91,
  "crit_slowest_cell": "sky130_fd_sc_hd__or4b_4",
  "yosys_most_used_dff": "sky130_fd_sc_hd__dfxtp_1",
  "fin_total_pwr_mw": 4.53,
  "syn-cell-area_sq_um": 10700,
  "viasPerCell": 4.46,
  "run_status": "finished clean",
  "crit_family": "simple AND/OR/NAND/NOR gates",
  "routed_wire_length_per_instance_microns": 19.5,
  "layout-drive-gt1-share_pct": 9.77,
  "holdCritStartpoint": "mux_pulse",
  "synth_sequential_area_ratio_pct": 72.8,
  "tritoncts": "built",
  "detailedPlacementHpwl_microns": 21300,
  "worst_slew_margin_rel_pct": 49.6,
  "first_global_vias": 7132,
  "critical_path.n_buffers_inverters": 1,
  "ant_nets": 0,
  "cts-root-buf": "sky130_fd_sc_hd__clkbuf_16",
  "clock.fmax_ghz": 0.303,
  "post-route-worst-setup-slack_ns": 3.59,
  "timing.final.max_slew_violations": 0,
  "globalRouteMet2Util_pct": 27.4,
  "cp_data_arrival_time_ns": 3.48,
  "regToRegSetupSlack_ns": 3.59,
  "met3_usage_pct": 6.82,
  "placement.setup.worst_slack_ns": 3.54,
  "io-pin-count": 355,
  "synth-seq-cells": 332,
  "worstPathCellList": "or4_1, or4b_4, nand2_4, buf_4",
  "post_cts.resized_instances": 0,
  "critical_path_required_ns": 7.07,
  "finalSetupViolCount": 0,
  "transition_time_of_the_tightest_slew_check_pin_ns": 0.755,
  "drcViolationCount": 0,
  "finalWirelength_microns": 30600,
  "syn-instance-count": 748,
  "count_of_vias_placed_by_the_detailed_router": 7010,
  "min-delay-path-class": "flip-flop to flip-flop",
  "yosysChipArea_sq_um": 10700,
  "ctsHoldBuffers": 0,
  "globalRoute.totalOverflow": 0,
  "synthArstFlopShare_pct": 0,
  "reg2reg_depth": 4,
  "stage_log_warnings": 47,
  "critPathKind": "flip-flop to flip-flop",
  "post_synth.cell_area_avg_sq_um": 14.3,
  "floorplan.die.width_microns": 191,
  "drtIter0Drc": 218,
  "rr_startpoint": "vpf[4]",
  "rsz0062_at_grt": "no",
  "end_kind": "flip-flop",
  "synth_cell_types": 36,
  "sequential_cell_area_sq_um": 7770,
  "power.density_nw_per_um2": 287,
  "gpl.final_weighted_congestion": 0.818,
  "filler_cell_count": 3117,
  "ys_warn_count": 3,
  "initial_core_util_pct": 30.7,
  "clock_sinks": 332,
  "grt_met1_use_pct": 23.2,
  "drt-pass1-iter-count": 6,
  "dieArea_sq_um": 36300,
  "grt.busiest_layer": "met2",
  "timing.final.crit_period_ns": 3.31,
  "worst_hold_slack_ns": 0.326,
  "die-height_microns": 191,
  "element_type_at_the_critical_path_start": "flip-flop",
  "io_buffers": 332,
  "max-cap-violations": 0,
  "irDropWorstVdd_v": 0.000209,
  "synth-edff-count": 112,
  "clk_pin_slew_ns": 0.06,
  "hold-path-endpoint": "mux_pulse_out",
  "hold_viol_final": 0,
  "comb_area_sq_um": 2700,
  "clock_tree.htree_level_count": 2,
  "maximum_number_of_pins_on_one_net_before_global_route_repair": 69
}
[flip-flops by register name, indices dropped and copies added (netlist names)]
| name | count |
|---|---|
| adr | 165 |
| adr3_o | 11 |
| adr5_o | 11 |
| cnt4_o | 3 |
| adr6_o | 11 |
| cnt | 45 |
| adr7_o | 11 |
| cnt1_o | 3 |
| adr2_o | 11 |
| cnt0_o | 3 |
| mux_pulse_out | 1 |
| mux_pulse | 1 |
| cnt3_o | 3 |
| adr4_o | 11 |
| adr1_o | 11 |
| adr0_o | 11 |
| cnt2_o | 3 |
| cnt6_o | 3 |
| cnt7_o | 3 |
| cnt5_o | 3 |
| vpf | 8 |
[cell usage in the layout (no fill, tap or decap), types with 2 or more instances in the layout]
| cell type | instances |
|---|---|
| sky130_fd_sc_hd__buf_4 | 11 |
| sky130_fd_sc_hd__clkbuf_16 | 43 |
| sky130_fd_sc_hd__inv_1 | 2 |
| sky130_fd_sc_hd__a31oi_1 | 14 |
| sky130_fd_sc_hd__clkbuf_8 | 5 |
| sky130_fd_sc_hd__clkinvlp_4 | 3 |
| sky130_fd_sc_hd__mux2_2 | 4 |
| sky130_fd_sc_hd__clkinv_2 | 5 |
| sky130_fd_sc_hd__o21ai_1 | 4 |
| sky130_fd_sc_hd__a21oi_1 | 29 |
| sky130_fd_sc_hd__mux2i_1 | 69 |
| sky130_fd_sc_hd__clkbuf_1 | 7 |
| sky130_fd_sc_hd__o221ai_2 | 23 |
| sky130_fd_sc_hd__o221ai_1 | 3 |
| sky130_fd_sc_hd__clkdlybuf4s50_1 | 332 |
| sky130_fd_sc_hd__nand2_1 | 82 |
| sky130_fd_sc_hd__nand3_1 | 14 |
| sky130_fd_sc_hd__dfxtp_1 | 219 |
| sky130_fd_sc_hd__bufinv_16 | 3 |
| sky130_fd_sc_hd__a211oi_1 | 43 |
| sky130_fd_sc_hd__nor2_1 | 2 |
| sky130_fd_sc_hd__nor2b_1 | 45 |
| sky130_fd_sc_hd__o21ai_0 | 11 |
| sky130_fd_sc_hd__nor4_4 | 2 |
| sky130_fd_sc_hd__edfxtp_1 | 112 |
| sky130_fd_sc_hd__mux2_1 | 10 |
[stage by stage]
step                      cell area [sq um]  std cells  utilization, %
final                                 15800       1572            45.4
after global routing                  15800       1572            45.4
after floorplan                       10700        748               -
after detailed placement              14400       1501            41.5
after CTS                             15800       1571            45.4
after global placement                14400       1501            41.5
[how the worst max path moves through the flow]
stage | end | from | depth (start not counted)
after CTS | adr7_o[10] | vpf[4] | 4
after global routing | cnt7_o[2] | vpf[1] | 6
final | adr7_o[10] | vpf[4] | 4
[cells in the mapped netlist, drive strengths merged, types with 2 or more instances]
cell type	instances	area, sq um
o21ai	15	75.1
a31oi	14	87.6
o221ai	26	372
buf	22	155
or2	2	12.5
nor2b	45	282
mux2	14	158
inv	2	7.51
nand3	14	70.1
mux2i	69	691
nor2	3	27.5
a21oi	29	145
a211oi	43	323
clkbuf	23	86.3
nor4	2	25.0
nand2	83	312
dfxtp	220	4400
nor3	2	15.0
edfxtp	112	3360
[layer usage]
metal | vias up | share of wire [%] | wire (microns)
li1 | 3413 | - | -
met1 | 3254 | 40 | 12200
met2 | 274 | 47 | 14500
met3 | 65 | 9.8 | 3000
met4 | 4 | 2.9 | 893
met5 | - | 0.092 | 28
[logic make-up (layout without fill, tap and decap cells)]
logic type	after synthesis	in the layout	synth area share [%]
DFF	332	332	72.8
and+or+nand+nor	157	157	7.39
AOI/OAI and AO/OA	129	129	9.54
muxes	83	83	7.95
buffers and inverters	47	415	2.33
other	0	1	0
[power by group]
part	internal, mW	leakage [nW]	switching (mW)
Combinational	0.186	2.38	0.0803
Sequential	2.12	2.87	0.0517
Clock	1.30	0.653	0.802
[layout make-up]
type	instances	area share (%)
Inverter	2	0.0475
Sequential cell	332	49.2
Antenna cell	1	0.0158
Clock buffer	55	7.42
Timing Repair Buffer	343	21.6
Tap cell	455	3.61
Clock inverter	15	1.06
Multi-Input combinational cell	369	17.1
[worst reg2reg max path, delay by kind of cell (launching register included)]
family / cells / cell delay (ns)
buffers and inverters: 1 / 0.64
DFF: 1 / 0.34
and+or+nand+nor: 3 / 1.92
Power is estimated from default activity; no workload was simulated.
