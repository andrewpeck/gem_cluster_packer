==> flow/design.v <==
`timescale 1ns / 1ps
  module x_oneshot (d,clock,slowclk,deadtime_i,q);
  parameter NBITS    = 4;
  input  d;
  input  clock;
  input [NBITS-1:0] deadtime_i;
  input  slowclk;
  output q;
  reg [2:0] sm;     
  parameter idle  =  0;
  parameter hold  =  1;
  reg [NBITS-1:0] deadtime;
  always @(posedge slowclk) begin
    deadtime <= deadtime_i;
  end
  reg [NBITS-1:0] halt = 3'd0;
  always @(posedge slowclk) begin
    if (d && (sm==idle))
      halt <= deadtime-1'b1;
    else if (halt!=0)
      halt <= halt - 1'b1;
    else
      halt <= 0;
  end
  wire done = (halt==0);
  initial sm = idle;
  always @(posedge clock) begin
    case (sm)
      idle:    if (d)         sm <= hold;
      hold:    if(!d && done) sm <= idle;
      default:                sm <= idle;
    endcase
  end
  reg  q = 0;
  generate
  always @(posedge clock) begin
      q <= d && (sm==idle);
  end
  endgenerate
  endmodule
==> flow/run.sh <==
#!/bin/bash
# OpenROAD 26Q1-2900-gdf79404cd8, Yosys 0.63+post, stock flow scripts
make -C /OpenROAD-flow-scripts/flow DESIGN_CONFIG=/design/flow/config.mk WORK_HOME=/design/flow/orfs finish
==> flow/config.mk <==
export PLATFORM = sky130hd
export DESIGN_NAME = x_oneshot
export DESIGN_NICKNAME = x_oneshot
export VERILOG_FILES = /design/flow/design.v
export SDC_FILE = /design/flow/constraint.sdc
export NUM_CORES = 4
export LEC_CHECK = 1
export CORE_AREA = 10 10 70 70
export DIE_AREA = 0 0 80 80
==> flow/constraint.sdc <==
current_design x_oneshot

set clk_period 1.3
set clk_io_pct 0.2

create_clock -name clk0 -period $clk_period [get_ports {clock}]
create_clock -name clk1 -period $clk_period [get_ports {slowclk}]

set non_clock_inputs [all_inputs -no_clocks]
set_input_delay [expr $clk_period * $clk_io_pct] -clock clk0 $non_clock_inputs
set_output_delay [expr $clk_period * $clk_io_pct] -clock clk0 [all_outputs]
==> flow_metrics.env <==
# flow metrics
export IMPL_place_ws_ns=-0.253
export IMPL_violations="negative setup slack"
export IMPL_cp_required_ns=1.25
export IMPL_worst_slew_pin_slew_ns=0.212
export IMPL_final_core_util_pct=17.5
export IMPL_finalHoldViolations=0
export IMPL_slew_viol_final=0
export IMPL_ys_flops=10
export IMPL_drt_iter0_markers=9
export IMPL_port_buffers=6
export IMPL_dieHeight_um=80
export IMPL_chip_area_um2=6400
export IMPL_area_growth_pct=64.0
export IMPL_power_density_nw_per_um2=1950
export IMPL_fp_util_pct=10.7
export IMPL_hpwl_um=567
export IMPL_core_area_um2=3420
export IMPL_fin_area_um2=599
export IMPL_relSlewSlack_pct=85.7
export IMPL_rsz0062_at_grt="true"
export IMPL_ios=8
export IMPL_drc=0
export IMPL_yosys_area_um2=365
export IMPL_routed_wl_um=797
export IMPL_finalSetupTns_ns=-0.0280
export IMPL_fin_skew_ns=0.00964
export IMPL_fin_cells=104
export IMPL_crit_chain="nor3_2 > or4b_1 > nand2_1"
export IMPL_antenna_cells_inserted=0
export IMPL_grt_pass1_vias=374
export IMPL_drtPass1Iterations=2
export IMPL_synth_edff_count=1
export IMPL_track_usage_pct=3.10
export IMPL_dpl_cell_count=93
export IMPL_finalSetupViolations=1
export IMPL_yosysTopAreaCell="dfxtp_1"
export IMPL_clkTransAtPathRegs_ns=0.05
export IMPL_grt_overflow_total=0
export IMPL_cts_sinks=10
export IMPL_grt_max_degree=7
export IMPL_synthCells=37
export IMPL_ys_seq_share_pct=57.5
export IMPL_chipWidth_um=80
export IMPL_std_cell_rows=21
export IMPL_antenna_left=0
export IMPL_ys_flop_type="dfxtp_1"
export IMPL_worstSetupStartpointType="register"
export IMPL_crit_slowest_cell="or4b_1"
export IMPL_p_leak_nw=0.256
export IMPL_hold_buffers=0
export IMPL_num_vias=334
export IMPL_cap_violations=0
export IMPL_async_reset_ff_share_pct=0
export IMPL_yosysWarnings=1
export IMPL_cts_tree="yes"
export IMPL_crit_type="register to register"
export IMPL_postSynthAreaPerCell_um2=9.87
export IMPL_globalplace_congestion=0.640
export IMPL_synth_top_cell_area_share_pct=49.3
export IMPL_drive_gt1_share_pct=32.8
export IMPL_ir_drop_mv=0.816
export IMPL_antenna_found_initial=0
export IMPL_critPathMaxStageDelay_ns=0.44
export IMPL_synth_area_um2=365
export IMPL_place_area_um2=517
export IMPL_wl_per_cell_um=7.66
export IMPL_setup_ws_ns=-0.0280
export IMPL_synth_cell_types=18
export IMPL_cp_max_fo=2
export IMPL_grt_first_pass_wirelength_mm=1.55
export IMPL_warnings=29
export IMPL_cp_end_kind="register"
export IMPL_area_leaders="dfxtp_1 49%, edfxtp_1 8.2%, o21ai_0 4.1%, inv_1 4.1%, nand2_1 4.1%"
export IMPL_fill_cells=377
export IMPL_ys_cells=37
export IMPL_status="finished with violations"
export IMPL_hp_class="primary input to register"
export IMPL_cp_arrival_ns=1.28
export IMPL_viasPerCell=3.21
-- registers in the layout (all words and copies together) (netlist names) --
register	cells
deadtime	4
halt	4
q	1
sm	1
-- stage by stage --
step,power (mW),hold WS [ns]
2_1_floorplan,0.578,0.288
3_3_place_gp,0.708,0.472
3_5_place_dp,0.734,0.487
4_1_cts,1.20,0.441
5_1_grt,1.27,0.455
6_report,1.17,0.451
-- repair_timing --
item                       in CTS  in global routing
pin swaps                       2                  3
setup endpoints to repair       1                  2
setup buffers                   5                  0
gates resized                   1                  1
-- worst paths after layout --
path / from / end / slack [ns] / cells after the start
max: halt[2] / sm[0] / -0.03 / 3
min: deadtime_i[3] / deadtime[3] / 0.45 / 1
max reg2reg: halt[2] / sm[0] / -0.03 / 3
min reg2reg: deadtime[0] / halt[0] / 0.48 / 1
max in group clk1: halt[2] / halt[2] / 0.16 / 7
min in group clk0: sm[0] / sm[0] / 0.58 / 1
-- synthesized netlist by cell type, types with 2 or more instances --
master / count
nor2_1: 2
nand2_1: 4
inv_1: 4
a31oi_1: 2
dfxtp_1: 9
nor3_1: 2
o21ai_0: 3
-- routing by layer --
metal	share of wire, %	vias up	global-route usage (%)
met5	0	-	0
met3	17	3	3.30
li1	-	167	-
met2	35	13	3.69
met4	1.3	0	0.704
met1	46	151	3.65
-- power by group --
group	switching, mW	leakage, nW	internal (mW)
sequential	0.0537	0.0853	0.396
clock	0.118	0.0288	0.219
combinational	0.139	0.142	0.241
total	0.311	0.256	0.855
-- placed cells by master, fill, tap and decap left out, types with 2 or more instances in the layout --
cell             count
inv_1                4
dfxtp_2              2
o21ai_0              3
nor3_1               2
dfxtp_1              7
buf_4                9
clkdlybuf4s50_1      6
clkbuf_4             6
nor2_1               2
a31oi_1              2
nand2_1              3
-- area by class of cell --
type / instances / area (µm²) / area share, %
inverter: 4 / 15.0 / 2.51
sequential: 10 / 213 / 35.5
clock buffer: 7 / 48.8 / 8.14
timing repair buffer: 15 / 128 / 21.3
multi-input combinational: 22 / 138 / 23.0
tap: 46 / 57.6 / 9.60
-- worst max-delay path: cells and delay by family, from the launching register on --
kind	cells	cell delay, ns
DFF	1	0.32
and+or+nand+nor	3	0.71
-- kinds of logic (layout without fill, tap and decap cells) --
kind of cell,Yosys count,count (layout),synth area share (%)
AND-OR/OR-AND,6,6,9.25
XOR/XNOR,2,2,4.80
adder cells (fa/ha/maj),1,1,3.42
buffers and inverters,5,26,5.48
flip-flops,10,10,57.5
AND/OR/NAND/NOR,13,13,19.5
Power and IR drop assume default switching activity.
