==> design/flow/design.v <==
module merge16 (
  input clock4x,
  input  mux_pulse_in,
  output mux_pulse_out,
  input [MXADRBITS-1:0] adr_in0,
  input [MXADRBITS-1:0] adr_in1,
  input [MXADRBITS-1:0] adr_in2,
  input [MXADRBITS-1:0] adr_in3,
  input [MXADRBITS-1:0] adr_in4,
  input [MXADRBITS-1:0] adr_in5,
  input [MXADRBITS-1:0] adr_in6,
  input [MXADRBITS-1:0] adr_in7,
  input [MXADRBITS-1:0] adr_in8,
  input [MXADRBITS-1:0] adr_in9,
  input [MXADRBITS-1:0] adr_in10,
  input [MXADRBITS-1:0] adr_in11,
  input [MXADRBITS-1:0] adr_in12,
  input [MXADRBITS-1:0] adr_in13,
  input [MXADRBITS-1:0] adr_in14,
  input [MXADRBITS-1:0] adr_in15,
  input [MXCNTBITS-1:0] cnt_in0,
  input [MXCNTBITS-1:0] cnt_in1,
  input [MXCNTBITS-1:0] cnt_in2,
  input [MXCNTBITS-1:0] cnt_in3,
  input [MXCNTBITS-1:0] cnt_in4,
  input [MXCNTBITS-1:0] cnt_in5,
  input [MXCNTBITS-1:0] cnt_in6,
  input [MXCNTBITS-1:0] cnt_in7,
  input [MXCNTBITS-1:0] cnt_in8,
  input [MXCNTBITS-1:0] cnt_in9,
  input [MXCNTBITS-1:0] cnt_in10,
  input [MXCNTBITS-1:0] cnt_in11,
  input [MXCNTBITS-1:0] cnt_in12,
  input [MXCNTBITS-1:0] cnt_in13,
  input [MXCNTBITS-1:0] cnt_in14,
  input [MXCNTBITS-1:0] cnt_in15,
  output [MXADRBITS-1:0] adr0_o,
  output [MXADRBITS-1:0] adr1_o,
  output [MXADRBITS-1:0] adr2_o,
  output [MXADRBITS-1:0] adr3_o,
  output [MXADRBITS-1:0] adr4_o,
  output [MXADRBITS-1:0] adr5_o,
  output [MXADRBITS-1:0] adr6_o,
  output [MXADRBITS-1:0] adr7_o,
  output [MXCNTBITS-1:0] cnt0_o,
  output [MXCNTBITS-1:0] cnt1_o,
  output [MXCNTBITS-1:0] cnt2_o,
  output [MXCNTBITS-1:0] cnt3_o,
  output [MXCNTBITS-1:0] cnt4_o,
  output [MXCNTBITS-1:0] cnt5_o,
  output [MXCNTBITS-1:0] cnt6_o,
  output [MXCNTBITS-1:0] cnt7_o
);
parameter MXADRBITS=11;
parameter MXCNTBITS=3;
  reg [MXADRBITS-1:0] adr [15:0];   reg [MXCNTBITS-1:0] cnt [15:0];
  reg mux_pulse;
    always @(*) begin
    adr[0]  <=  adr_in0;              cnt[0]  <= cnt_in0;
    adr[1]  <=  adr_in1;              cnt[1]  <= cnt_in1;
    adr[2]  <=  adr_in2;              cnt[2]  <= cnt_in2;
    adr[3]  <=  adr_in3;              cnt[3]  <= cnt_in3;
    adr[4]  <=  adr_in4;              cnt[4]  <= cnt_in4;
    adr[5]  <=  adr_in5;              cnt[5]  <= cnt_in5;
    adr[6]  <=  adr_in6;              cnt[6]  <= cnt_in6;
    adr[7]  <=  adr_in7;              cnt[7]  <= cnt_in7;
    adr[8]  <=  adr_in8;              cnt[8]  <= cnt_in8;
    adr[9]  <=  adr_in9;              cnt[9]  <= cnt_in9;
    adr[10] <=  adr_in10;             cnt[10] <= cnt_in10;
    adr[11] <=  adr_in11;             cnt[11] <= cnt_in11;
    adr[12] <=  adr_in12;             cnt[12] <= cnt_in12;
    adr[13] <=  adr_in13;             cnt[13] <= cnt_in13;
    adr[14] <=  adr_in14;             cnt[14] <= cnt_in14;
    adr[15] <=  adr_in15;             cnt[15] <= cnt_in15;
    mux_pulse <= mux_pulse_in;
  end
  reg  [MXCNTBITS-1:0] cnt_s0 [15:0];
  reg  [MXADRBITS-1:0] adr_s0 [15:0];
  reg                  mux_pulse_s0;
    always @(posedge clock4x) begin
     {{adr_s0[0], cnt_s0[0]},  {adr_s0[8],  cnt_s0[8]}}   <=  adr[0] < adr[8]  ? {{adr[0], cnt[0]}, {adr[8],  cnt[ 8]}} : {{adr[8],  cnt[ 8]}, {adr[0], cnt[0]}};
     {{adr_s0[1], cnt_s0[1]},  {adr_s0[9],  cnt_s0[9]}}   <=  adr[1] < adr[9]  ? {{adr[1], cnt[1]}, {adr[9],  cnt[ 9]}} : {{adr[9],  cnt[ 9]}, {adr[1], cnt[1]}};
     {{adr_s0[2], cnt_s0[2]},  {adr_s0[10], cnt_s0[10]}}  <=  adr[2] < adr[10] ? {{adr[2], cnt[2]}, {adr[10], cnt[10]}} : {{adr[10], cnt[10]}, {adr[2], cnt[2]}};
     {{adr_s0[3], cnt_s0[3]},  {adr_s0[11], cnt_s0[11]}}  <=  adr[3] < adr[11] ? {{adr[3], cnt[3]}, {adr[11], cnt[11]}} : {{adr[11], cnt[11]}, {adr[3], cnt[3]}};
     {{adr_s0[4], cnt_s0[4]},  {adr_s0[12], cnt_s0[12]}}  <=  adr[4] < adr[12] ? {{adr[4], cnt[4]}, {adr[12], cnt[12]}} : {{adr[12], cnt[12]}, {adr[4], cnt[4]}};
     {{adr_s0[5], cnt_s0[5]},  {adr_s0[13], cnt_s0[13]}}  <=  adr[5] < adr[13] ? {{adr[5], cnt[5]}, {adr[13], cnt[13]}} : {{adr[13], cnt[13]}, {adr[5], cnt[5]}};
     {{adr_s0[6], cnt_s0[6]},  {adr_s0[14], cnt_s0[14]}}  <=  adr[6] < adr[14] ? {{adr[6], cnt[6]}, {adr[14], cnt[14]}} : {{adr[14], cnt[14]}, {adr[6], cnt[6]}};
     {{adr_s0[7], cnt_s0[7]},  {adr_s0[15], cnt_s0[15]}}  <=  adr[7] < adr[15] ? {{adr[7], cnt[7]}, {adr[15], cnt[15]}} : {{adr[15], cnt[15]}, {adr[7], cnt[7]}};
       mux_pulse_s0 <= mux_pulse;
    end
  reg [MXCNTBITS-1:0] cnt_s1 [15:0];
  reg [MXADRBITS-1:0] adr_s1 [15:0];
  reg       mux_pulse_s1;
    always @(*) begin
      {adr_s1[0],   cnt_s1[0]}  <= {adr_s0[0],  cnt_s0[0]};
      {adr_s1[1],   cnt_s1[1]}  <= {adr_s0[1],  cnt_s0[1]};
      {adr_s1[2],   cnt_s1[2]}  <= {adr_s0[2],  cnt_s0[2]};
      {adr_s1[3],   cnt_s1[3]}  <= {adr_s0[3],  cnt_s0[3]};
      {{adr_s1[4],  cnt_s1[4]},  {adr_s1[8],   cnt_s1[8]}}  <= adr_s0[4]  < adr_s0[8]  ? {{adr_s0[4], cnt_s0[4]}, {adr_s0[8],  cnt_s0[8]}}  : {{adr_s0[8],   cnt_s0[8]},  {adr_s0[4], cnt_s0[4]}};
      {{adr_s1[5],  cnt_s1[5]},  {adr_s1[9],   cnt_s1[9]}}  <= adr_s0[5]  < adr_s0[9]  ? {{adr_s0[5], cnt_s0[5]}, {adr_s0[9],  cnt_s0[9]}}  : {{adr_s0[9],   cnt_s0[9]},  {adr_s0[5], cnt_s0[5]}};
      {{adr_s1[6],  cnt_s1[6]},  {adr_s1[10],  cnt_s1[10]}} <= adr_s0[6]  < adr_s0[10] ? {{adr_s0[6], cnt_s0[6]}, {adr_s0[10], cnt_s0[10]}} : {{adr_s0[10],  cnt_s0[10]}, {adr_s0[6], cnt_s0[6]}};
      {{adr_s1[7],  cnt_s1[7]},  {adr_s1[11],  cnt_s1[11]}} <= adr_s0[7]  < adr_s0[11] ? {{adr_s0[7], cnt_s0[7]}, {adr_s0[11], cnt_s0[11]}} : {{adr_s0[11],  cnt_s0[11]}, {adr_s0[7], cnt_s0[7]}};
      {adr_s1[12],  cnt_s1[12]} <= {adr_s0[12], cnt_s0[12]};
      {adr_s1[13],  cnt_s1[13]} <= {adr_s0[13], cnt_s0[13]};
      {adr_s1[14],  cnt_s1[14]} <= {adr_s0[14], cnt_s0[14]};
      {adr_s1[15],  cnt_s1[15]} <= {adr_s0[15], cnt_s0[15]};
      mux_pulse_s1 <= mux_pulse_s0;
  end
  reg [MXCNTBITS-1:0] cnt_s2 [15:0];
  reg [MXADRBITS-1:0] adr_s2 [15:0];
  reg       mux_pulse_s2;
    always @(posedge clock4x) begin
      {adr_s2[0],  cnt_s2[0]} <= {adr_s1[0], cnt_s1[0]};
      {adr_s2[1],  cnt_s2[1]} <= {adr_s1[1], cnt_s1[1]};
      {{adr_s2[2],  cnt_s2[2]},  {adr_s2[4],  cnt_s2[4]}}  <= adr_s1[2]  < adr_s1[4]  ? {{adr_s1[2],  cnt_s1[2]},  {adr_s1[4],  cnt_s1[4]}}  : {{adr_s1[4],  cnt_s1[4]},  {adr_s1[2],  cnt_s1[2]}};
      {{adr_s2[3],  cnt_s2[3]},  {adr_s2[5],  cnt_s2[5]}}  <= adr_s1[3]  < adr_s1[5]  ? {{adr_s1[3],  cnt_s1[3]},  {adr_s1[5],  cnt_s1[5]}}  : {{adr_s1[5],  cnt_s1[5]},  {adr_s1[3],  cnt_s1[3]}};
      {{adr_s2[6],  cnt_s2[6]},  {adr_s2[8],  cnt_s2[8]}}  <= adr_s1[6]  < adr_s1[8]  ? {{adr_s1[6],  cnt_s1[6]},  {adr_s1[8],  cnt_s1[8]}}  : {{adr_s1[8],  cnt_s1[8]},  {adr_s1[6],  cnt_s1[6]}};
      {{adr_s2[7],  cnt_s2[7]},  {adr_s2[9],  cnt_s2[9]}}  <= adr_s1[7]  < adr_s1[9]  ? {{adr_s1[7],  cnt_s1[7]},  {adr_s1[9],  cnt_s1[9]}}  : {{adr_s1[9],  cnt_s1[9]},  {adr_s1[7],  cnt_s1[7]}};
      {{adr_s2[10], cnt_s2[10]}, {adr_s2[12], cnt_s2[12]}} <= adr_s1[10] < adr_s1[12] ? {{adr_s1[10], cnt_s1[10]}, {adr_s1[12], cnt_s1[12]}} : {{adr_s1[12], cnt_s1[12]}, {adr_s1[10], cnt_s1[10]}};
      {{adr_s2[11], cnt_s2[11]}, {adr_s2[13], cnt_s2[13]}} <= adr_s1[11] < adr_s1[13] ? {{adr_s1[11], cnt_s1[11]}, {adr_s1[13], cnt_s1[13]}} : {{adr_s1[13], cnt_s1[13]}, {adr_s1[11], cnt_s1[11]}};
      {adr_s2[14],  cnt_s2[14]} <= {adr_s1[14], cnt_s1[14]};
      {adr_s2[15],  cnt_s2[15]} <= {adr_s1[15], cnt_s1[15]};
      mux_pulse_s2 <= mux_pulse_s1;
  end
  reg [MXCNTBITS-1:0] cnt_s3 [15:0];
  reg [MXADRBITS-1:0] adr_s3 [15:0];
  reg  mux_pulse_s3;
    always @(posedge clock4x) begin
      {adr_s3[0],  cnt_s3[0]} = {adr_s2[0],  cnt_s2[0]};
     {{adr_s3[1],  cnt_s3[1]},  {adr_s3[2],  cnt_s3[2]}}  = adr_s2[1]  < adr_s2[2]  ? {{adr_s2[1],  cnt_s2[1]},  {adr_s2[2],  cnt_s2[2]}}  : {{adr_s2[2],  cnt_s2[2]},  {adr_s2[1],  cnt_s2[1]}};
     {{adr_s3[3],  cnt_s3[3]},  {adr_s3[4],  cnt_s3[4]}}  = adr_s2[3]  < adr_s2[4]  ? {{adr_s2[3],  cnt_s2[3]},  {adr_s2[4],  cnt_s2[4]}}  : {{adr_s2[4],  cnt_s2[4]},  {adr_s2[3],  cnt_s2[3]}};
     {{adr_s3[5],  cnt_s3[5]},  {adr_s3[6],  cnt_s3[6]}}  = adr_s2[5]  < adr_s2[6]  ? {{adr_s2[5],  cnt_s2[5]},  {adr_s2[6],  cnt_s2[6]}}  : {{adr_s2[6],  cnt_s2[6]},  {adr_s2[5],  cnt_s2[5]}};
     {{adr_s3[7],  cnt_s3[7]},  {adr_s3[8],  cnt_s3[8]}}  = adr_s2[7]  < adr_s2[8]  ? {{adr_s2[7],  cnt_s2[7]},  {adr_s2[8],  cnt_s2[8]}}  : {{adr_s2[8],  cnt_s2[8]},  {adr_s2[7],  cnt_s2[7]}};
     {{adr_s3[9],  cnt_s3[9]},  {adr_s3[10], cnt_s3[10]}} = adr_s2[9]  < adr_s2[10] ? {{adr_s2[9],  cnt_s2[9]},  {adr_s2[10], cnt_s2[10]}} : {{adr_s2[10], cnt_s2[10]}, {adr_s2[9],  cnt_s2[9]}};
     {{adr_s3[11], cnt_s3[11]}, {adr_s3[12], cnt_s3[12]}} = adr_s2[11] < adr_s2[12] ? {{adr_s2[11], cnt_s2[11]}, {adr_s2[12], cnt_s2[12]}} : {{adr_s2[12], cnt_s2[12]}, {adr_s2[11], cnt_s2[11]}};
     {{adr_s3[13], cnt_s3[13]}, {adr_s3[14], cnt_s3[14]}} = adr_s2[13] < adr_s2[14] ? {{adr_s2[13], cnt_s2[13]}, {adr_s2[14], cnt_s2[14]}} : {{adr_s2[14], cnt_s2[14]}, {adr_s2[13], cnt_s2[13]}};
     {adr_s3[15],  cnt_s3[15]} = {adr_s2[15],  cnt_s2[15]};
      mux_pulse_s3 = mux_pulse_s2;
    end
      assign {adr0_o,cnt0_o} = {adr_s3[0],cnt_s3[0]};
      assign {adr1_o,cnt1_o} = {adr_s3[1],cnt_s3[1]};
      assign {adr2_o,cnt2_o} = {adr_s3[2],cnt_s3[2]};
      assign {adr3_o,cnt3_o} = {adr_s3[3],cnt_s3[3]};
      assign {adr4_o,cnt4_o} = {adr_s3[4],cnt_s3[4]};
      assign {adr5_o,cnt5_o} = {adr_s3[5],cnt_s3[5]};
      assign {adr6_o,cnt6_o} = {adr_s3[6],cnt_s3[6]};
      assign {adr7_o,cnt7_o} = {adr_s3[7],cnt_s3[7]};
      assign mux_pulse_out = mux_pulse_s3;
endmodule
==> design/flow/run.sh <==
#!/bin/bash
# OpenROAD 26Q1-2900-gdf79404cd8, Yosys 0.63+post, stock flow scripts
make -C /OpenROAD-flow-scripts/flow DESIGN_CONFIG=/design/flow/config.mk WORK_HOME=/design/flow/orfs finish
==> design/flow/config.mk <==
export PLATFORM = sky130hd
export DESIGN_NAME = merge16
export DESIGN_NICKNAME = merge16
export VERILOG_FILES = /design/flow/design.v
export SDC_FILE = /design/flow/constraint.sdc
export NUM_CORES = 4
export LEC_CHECK = 1
export CORE_UTILIZATION = 50
==> design/flow/constraint.sdc <==
current_design merge16

set clk_period 12.5
set clk_io_pct 0.2

create_clock -name clk0 -period $clk_period [get_ports {clock4x}]

set non_clock_inputs [all_inputs -no_clocks]
set_input_delay [expr $clk_period * $clk_io_pct] -clock clk0 $non_clock_inputs
set_output_delay [expr $clk_period * $clk_io_pct] -clock clk0 [all_outputs]
==> results.json <==
{
  "wl_per_cell_um": 17.7,
  "top_cells_by_count": "409 x dfxtp_1, 297 x mux2_2, 217 x inv_1",
  "ys_cells": 1652,
  "edf_count": 0,
  "gr-total-overflow": 0,
  "ff_type": "dfxtp_1",
  "chipArea_um2": 37800,
  "ys_warn_count": 11,
  "grt_max_degree": 38,
  "die_w_um": 194,
  "cp_data_required_time_ps": 12950,
  "hold_start": "adr_s2[0][8]",
  "cp_cell_sequence": "inv_1, ha_1, a21o_1, a31oi_1, o211ai_1, a21o_1, mux2i_1, inv_1, ha_1, a21o_1, a21oi_1, nor2_1, a2111oi_0, o21ai_0, a21oi_4, buf_4, mux2i_1",
  "swShare": 0.298,
  "r2r_start": "adr_s0[10][2]",
  "finalNonFillerCells": 2514,
  "dp_hpwl_mm": 35.2,
  "cp_data_arrival_time_ps": 5230,
  "path_max_fanout": 26,
  "warnings": 26,
  "tritoncts": "done",
  "critPathLaunchType": "flop",
  "p_seq_frac": 0.364,
  "cp_top_family": "AND-OR/OR-AND gates",
  "ctsResizeCount": 0,
  "top_area_cell": "dfxtp_1",
  "htreeDepth": 2,
  "vias": 12400,
  "setup_tns_ps": 0,
  "fp_util": 0.506,
  "grt_pass1_vias": 12500,
  "criticalPathCategory": "reg -> reg",
  "clk_pin_slew_ps": 60,
  "fin_crit_sh": 0.383,
  "cap_violations": 0,
  "yosys-top-cells-area": "dfxtp_1 44%, mux2_2 18%, ha_1 14%",
  "dp.cells": 2437,
  "postSynthAreaPerCell_um2": 11.2,
  "fillers": 2724,
  "tightest_slew_ps": 927,
  "fin_util": 0.656,
  "post-route-min-period_ps": 4780,
  "synth-async-reset-ratio": 0,
  "register_area_um2": 8190,
  "drt_pass1_iterations": 4,
  "antenna_found_initial": 0,
  "syn_area_um2": 18500,
  "endpoint_kind": "flop",
  "clock-sinks": 409,
  "synth_chip_area_um2": 18500,
  "comb_power_share": 0.380,
  "first_iter_violations": 401,
  "rows": 70,
  "max_freq_ghz": 0.209,
  "setup_viol": 0,
  "cp-startpoint": "adr_s0[10][2]",
  "io_buffers": 338,
  "postCtsHoldBufs": 0,
  "slew_viol_final": 0,
  "numSynthFlops": 409,
  "grt_pass1_wl_mm": 68.6,
  "hold_viol_final": 0,
  "gr-usage-all-layers": 0.246,
  "gp_congestion": 0.882,
  "yosysMostFrequentCell": "dfxtp_1",
  "p_switching_mw": 1.60,
  "clockPowerShare": 0.256,
  "peakVddDrop_v": 0.000165,
  "core_um2": 36500,
  "antenna_cells": 0,
  "fin_skew_ps": 14.1,
  "ant_nets": 0,
  "netlist.area_leader.share": 0.443,
  "ioPinCount": 339,
  "min_path_type": "reg -> reg",
  "die_h_um": 194,
  "p_total_mw": 5.36,
  "vias_per_cell": 4.95,
  "cellPowerDensity_nw_per_um2": 224,
  "status": "finished, final reports clean",
  "slowest_delay_ps": 640,
  "worstSkewPairLatency_ps": 560,
  "cp_num_buf_inv": 3,
  "relSlewSlack": 0.382,
  "logic_area_um2": 9290,
  "p_int_mw": 3.76,
  "cpMaxStageDelayCell": "a21o_1",
  "ys_types": 47,
  "areaGrowthSynthToFinish_pct": 29.5,
  "post-cts-setup-buffers": 0,
  "routed_wl_mm": 44.6,
  "clockRootBuffer": "clkbuf_16",
  "syn_inst": 1652,
  "p_leak_nw": 11.0,
  "cpMostUsedCell": "a21o_1",
  "cts_buffers": 42,
  "ys_seq_share": 0.443,
  "rsz0062_at_grt": "no",
  "drc": 0,
  "clock_path_buffers": 3,
  "drive_gt1_frac": 0.206
}
per-layer routing:
layer,track usage,up-vias,part of all wire
li1,-,6486,-
met1,0.358,5620,0.46
met2,0.379,282,0.45
met3,0.0663,59,0.071
met4,0.0485,0,0.022
met5,0,-,0
layout make-up:
class | instances | area share
multi-input cells | 988 | 0.388
flip-flops and latches | 409 | 0.342
repair buffers | 355 | 0.147
clock buffers | 55 | 0.0506
inverters | 217 | 0.0340
well taps | 468 | 0.0244
clock inverters | 22 | 0.0147
power by group through the flow:
stage         Sequential, mW  Clock [mW]  Combinational (mW)
CTS                     1.96        1.40                2.05
global route            1.99        1.46                2.25
finish                  1.95        1.37                2.03
flip-flops by register name, indices dropped and copies added (netlist names):
register / count
adr_s0: 132
adr_s2: 99
adr_s3: 88
cnt_s0: 36
cnt_s2: 27
cnt_s3: 24
mux_pulse_s0: 1
mux_pulse_s2: 1
mux_pulse_s3: 1
worst paths after layout:
check | end | slack [ps] | depth (start not counted)
worst max-delay path | adr_s2[8][8] | 7720 | 17
worst min register to register | adr_s3[0][8] | 320 | 0
worst min-delay path | adr_s3[0][8] | 320 | 0
worst max register to register | adr_s2[8][8] | 7720 | 17
metrics by stage:
stage                     area, µm²  setup slack [ps]  hold WS, ps
after global routing          24000              7380          332
after global placement        22400              7330          310
after floorplan               18500              8120          310
after detailed placement      22400              7270          312
after CTS                     24000              7720          326
final                         24000              7720          325
logic make-up after synthesis:
family / Yosys count / share of synthesized area
fa+ha+maj: 200 / 0.135
buf+inv: 255 / 0.0556
flops: 409 / 0.443
simple gates: 138 / 0.0346
compound gates: 241 / 0.0825
mux: 409 / 0.249
layout by cell type (no fill, tap or decap), drive strengths merged, types with 26 or more instances in the layout:
cell,count
nor2,53
a21o,38
inv,219
clkbuf,55
mux2i,64
o21ai,41
ha,200
clkdlybuf4s50,338
dfxtp,409
a21oi,106
nand2,26
mux2,345
Power and IR drop assume default switching activity.
