==> design.v <==
module count_clusters (
    input clock4x,
    input  [1535:0] vpfs_i,
    output reg [10:0] cnt_o,
    output reg overflow_o
);
  reg [2:0] cnt_s1 [255:0];  
  reg [3:0] cnt_s2 [127:0];  
  reg [4:0] cnt_s3  [63:0];  
  reg [5:0] cnt_s4  [31:0];  
  reg [6:0] cnt_s5  [15:0];  
  reg [8:0] cnt_s6  [ 7:0];  
  reg [9:0] cnt_s7  [ 1:0];  
  reg [10:0] cnt;  
  (*EQUIVALENT_REGISTER_REMOVAL="NO"*)
  reg  [1535:0] vpfs;
  (*EQUIVALENT_REGISTER_REMOVAL="NO"*)
  reg  [1535:0] vpfs_s0;
  always @(posedge clock4x) begin
    vpfs_s0 <= vpfs_i;
    vpfs    <= vpfs_s0;
  end
  genvar icnt;
  generate
  for (icnt=0; icnt<(256); icnt=icnt+1) begin: cnt_s1_loop
    always @(posedge clock4x)
      cnt_s1[icnt] <= fast6count(vpfs[(icnt+1)*6-1:icnt*6]);
  end
  endgenerate
  generate
  for (icnt=0; icnt<(128); icnt=icnt+1) begin: cnt_s2_loop
    always @(posedge clock4x)
        cnt_s2[icnt] <= cnt_s1[(icnt+1)*2-1] + cnt_s1[icnt*2];
  end
  endgenerate
  generate
  for (icnt=0; icnt<(64); icnt=icnt+1) begin: cnt_s3_loop
    always @(posedge clock4x)
      cnt_s3[icnt] <= cnt_s2[(icnt+1)*2-1] + cnt_s2[icnt*2];
  end
  endgenerate
  generate
  for (icnt=0; icnt<(32); icnt=icnt+1) begin: cnt_s4_loop
    always @(posedge clock4x)
      cnt_s4[icnt] <= cnt_s3[(icnt+1)*2-1] + cnt_s3[icnt*2];
  end
  endgenerate
  generate
  for (icnt=0; icnt<(16); icnt=icnt+1) begin: cnt_s5_loop
    always @(posedge clock4x)
      cnt_s5[icnt] <= cnt_s4[(icnt+1)*2-1] + cnt_s4[icnt*2];
  end
  endgenerate
  generate
  for (icnt=0; icnt<(8); icnt=icnt+1) begin: cnt_s6_loop
    always @(posedge clock4x)
      cnt_s6[icnt] <= cnt_s5[(icnt+1)*2-1] + cnt_s5[icnt*2];
  end
  endgenerate
  always @(posedge clock4x) begin
    cnt_s7[0] <= cnt_s6[0]  + cnt_s6[1]  + cnt_s6[2]  + cnt_s6[3];
    cnt_s7[1] <= cnt_s6[4]  + cnt_s6[5]  + cnt_s6[6]  + cnt_s6[7];
  end
  always @(posedge clock4x) begin
    cnt <=  cnt_s7[0] + cnt_s7[1];
    cnt_o <= cnt;
    overflow_o <= (cnt > 8);
  end
  function [2:0] fast6count;   
  input [5:0] s;
  begin
      fast6count[0] = ^s[5:0];
      fast6count[1] =  
                        s==6'b111111 |
                        ( s==6'b000111 | s==6'b111000 | s==6'b001011 | s==6'b001101 | s==6'b001110  |  s==6'b010011 | s==6'b010101 | s==6'b010110  |  s==6'b100011 | s==6'b100101 | s==6'b100110 | s==6'b011001 | s==6'b011010 | s==6'b011100  |  s==6'b101001 | s==6'b101010 | s==6'b101100  |  s==6'b110001 | s==6'b110010 | s==6'b110100 ) |
                        ( s==6'b000011 | s==6'b000101 | s==6'b000110  |  s==6'b001001 | s==6'b001010 | s==6'b001100  | s==6'b010001 | s==6'b010010 | s==6'b010100 | s==6'b011000 | s==6'b100001 | s==6'b100010 | s==6'b100100 | s==6'b101000 | s==6'b110000 );
      fast6count[2] =  
                        s==6'b111111 |
                        ( s==6'b111100 | s==6'b111010 | s==6'b111001  |  s==6'b110110 | s==6'b110101 | s==6'b110011  | s==6'b101110 | s==6'b101101 | s==6'b101011 | s==6'b100111 | s==6'b011110 | s==6'b011101 | s==6'b011011 | s==6'b010111 | s==6'b001111 ) |
                        ( s==6'b111110 | s==6'b111101 | s==6'b111011  |  s==6'b110111 | s==6'b101111 | s==6'b011111 );
  end
  endfunction
endmodule
==> run.sh <==
#!/bin/bash
# OpenROAD 26Q1-2900-gdf79404cd8, Yosys 0.63+post, stock flow scripts
make -C /OpenROAD-flow-scripts/flow DESIGN_CONFIG=/design/flow/config.mk WORK_HOME=/design/flow/orfs finish
==> config.mk <==
export PLATFORM = sky130hd
export DESIGN_NAME = count_clusters
export DESIGN_NICKNAME = count_clusters
export VERILOG_FILES = /design/flow/design.v
export SDC_FILE = /design/flow/constraint.sdc
export NUM_CORES = 4
export LEC_CHECK = 1
export CORE_UTILIZATION = 30
==> constraint.sdc <==
current_design count_clusters

set clk_period 7.6
set clk_io_pct 0.2

create_clock -name clk0 -period $clk_period [get_ports {clock4x}]

set non_clock_inputs [all_inputs -no_clocks]
set_input_delay [expr $clk_period * $clk_io_pct] -clock clk0 $non_clock_inputs
set_output_delay [expr $clk_period * $clk_io_pct] -clock clk0 [all_outputs]
==> flow_metrics.py <==
# Metrics from the implementation run
metrics = {
    "status": {
        "outcome": "finished clean",
    },
    "clock_tree": {
        "cts-resized-gates": 0,
        "cts.htree.levels": 6,
        "total_number_of_clock_tree_sinks": 5083,
        "holdBufCountCts": 0,
        "cts-root-to-sink-buffers": 4,
        "clkSlewWorstSetupHoldPaths_ps": 60,
        "tritoncts.num_buffers": 573,
        "tritoncts": "built",
        "cts_root_buffer_type": "sky130_fd_sc_hd__clkbuf_16",
        "postCtsSetupBuffers": 0,
        "clock_insertion_delay_worst_skew_ps": 1080,
    },
    "floorplanning": {
        "floorplan.core_util": 0.301,
        "die_y_um": 851,
        "die_w_um": 851,
        "i_o_pins": 1549,
        "coreArea_mm2": 0.718,
        "dieArea_mm2": 0.724,
        "placementRows": 311,
    },
    "synthesis": {
        "synth.top_cells.by_area": "sky130_fd_sc_hd__dfxtp_1 47%, sky130_fd_sc_hd__ha_1 23%, sky130_fd_sc_hd__inv_1 4.6%",
        "synth-area-yosys_mm2": 0.216,
        "postSynth.asyncResetShare": 0,
        "synth_area_mm2": 0.216,
        "ys.flop_type": "sky130_fd_sc_hd__dfxtp_1",
        "postSynthRegisterBits": 5083,
        "post_synth_edffs": 0,
        "ys.warnings.count": 8,
        "top_area_cell": "sky130_fd_sc_hd__dfxtp_1",
        "postSynthCellCount": 19700,
        "synth_cell_type_count": 52,
        "yosysTopAreaCellShare": 0.471,
        "yosys-top-cells-count": "5,083 x sky130_fd_sc_hd__dfxtp_1, 4,052 x sky130_fd_sc_hd__ha_1, 2,673 x sky130_fd_sc_hd__inv_1",
        "yosysCellCount": 19700,
        "yosys.stat.seqShare": 0.471,
        "avgSynthCellArea_um2": 11.0,
        "synthMostInstantiatedCell": "sky130_fd_sc_hd__dfxtp_1",
    },
    "routing": {
        "post_drt_wl_per_cell_um": 16.7,
        "drc": 0,
        "drt-vias-per-instance": 4.31,
        "drtIter0Drc": 7566,
        "detailed_route_via_count": 138000,
        "antenna_left": 0,
        "routed_wl_um": 533000,
        "drt-pass1-iter-count": 10,
    },
    "finish": {
        "post_route_cells_drive_above_1_share": 0.0784,
        "layout.area.comb_mm2": 0.104,
        "n_fill_cell": 67700,
        "synthToLayoutAreaGrowth_pct": 22.3,
        "area.sequential_mm2": 0.102,
    },
    "placed_design": {
        "io_buffers": 1548,
        "weighted_congestion_at_the_end_of_routability_driven_global_placement": 0.898,
        "place.detailed.hpwl_um": 429000,
    },
    "grt": {
        "grt_pass1_vias": 135000,
        "global_route_usage_over_all_layers": 0.148,
        "globalRouteOverflowTotal": 0,
        "grt_pass1_wl_um": 790000,
        "antenna_found_initial": 143,
        "grt_max_degree": 17,
    },
    "setup_path": {
        "worstPathMaxFanout": 1,
        "critPathKind": "flop to output pin",
        "start_kind": "flop",
        "endpoint_kind": "output pin",
        "worst_flop_to_flop_path_endpoint": "cnt_s7[1][7]",
        "critPathBufInv": 1,
        "critical_path_cell_count": 1,
        "worstSetupStartpoint": "cnt_o[10]",
        "worst-r2r-setup-slack_ps": 4780,
        "cp_data_required_time_ps": 6080,
        "critical-path-max-stage-delay_ps": 460,
        "endpoint": "cnt_o[10]",
        "crit_arrival_ps": 1830,
        "timing.critical_path.cells": "clkdlybuf4s50_1",
        "reg2reg_depth": 10,
        "timing.rr.start": "cnt_s6[5][1]",
        "crit_path_max_delay_family": "buffers and inverters",
        "crit_slowest_cell": "sky130_fd_sc_hd__clkdlybuf4s50_1",
    },
    "timing": {
        "worst_slew_pin_slew_ps": 1040,
        "clock.fmax_mhz": 299,
        "max_slew_margin": 0.300,
        "fin_hold_ws_ps": 262,
        "final_setup_skew_ps": 75.3,
        "hold_violations": 0,
        "final.period_utilization": 0.441,
        "tns_ps": 0,
        "finalMaxSlewViolations": 0,
        "setup_violations": 0,
        "grt_setup_unrepaired": "false",
        "final.min_clock_period_ps": 3350,
    },
    "flow_run": {
        "warnings": 1027,
        "timing.max_cap.violations": 0,
    },
    "power_and_ir_drop": {
        "power.static_leakage_uw": 0.129,
        "design_power_total_uw": 85000,
        "power_per_cell_area_mw_per_mm2": 321,
        "irDropWorstVdd_v": 0.000222,
    },
    "min_path": {
        "min_path_type": "flop to flop",
    },
}
[registers in the layout, indices dropped and copies added, names as in the netlist]
name        cells
cnt_s5        112
cnt_s6         64
vpfs_s0      1536
cnt_s1        768
cnt_s7         20
cnt_s4        192
cnt_s3        320
cnt            11
vpfs         1536
cnt_s2        512
cnt_o          11
overflow_o      1
[final cells by class]
type                       instances  area share
inverter                        2673      0.0380
clock inverter                   286      0.0155
timing repair buffer            1576      0.0594
tap                             9546      0.0452
sequential                      5083       0.385
multi-input combinational      11900       0.395
clock buffer                     752      0.0606
antenna                          139     0.00132
[stage by stage]
| stage | instances | cell area, µm² | setup slack, ps | utilization |
|---|---|---|---|---|
| 2_1_floorplan | 19700 | 216000 | 5010 | - |
| 3_3_place_gp | 30800 | 244000 | 4500 | 0.340 |
| 3_5_place_dp | 30800 | 244000 | 4720 | 0.340 |
| 4_1_cts | 31800 | 264000 | 4090 | 0.368 |
| 5_1_grt | 31900 | 264000 | 4100 | 0.368 |
| 6_report | 32000 | 264000 | 4250 | 0.368 |
[worst min-delay path by stage]
stage,start,cells after the start,endpoint
after CTS,vpfs_s0[1122],0,vpfs[1122]
after global routing,vpfs_s0[1122],0,vpfs[1122]
final,vpfs_s0[1122],0,vpfs[1122]
[layer usage]
metal  global-route usage  part of all wire
met1                0.187              0.41
met2                0.245              0.47
met5             0.000525           0.00065
met3               0.0304             0.058
met4               0.0719             0.057
[placed cells by master, fill, tap and decap left out, drive strengths merged, types with 139 or more instances in the layout]
cell type,synthesis,layout
a22oi,222,222
o22ai,157,157
clkbuf,0,752
a221oi,180,180
diode,0,139
a21oi,247,247
o31ai,219,219
clkinv,0,146
a21o,570,570
nand2,1164,1164
clkdlybuf4s50,0,1548
fa,281,281
a31oi,203,203
o21ai,1369,1369
or2,568,568
nor2,230,230
xnor2,950,950
o221a,143,143
dfxtp,5083,5083
inv,2673,2699
nand3,435,435
ha,4052,4052
[power breakdown]
part           total, µW  switching (µW)  leakage [µW]  internal [µW]
Sequential         34300            2840        0.0427          31500
Combinational      21900           11900        0.0763          10000
Clock              28700           11800       0.00965          17000
Total              85000           26500         0.129          58500
[logic make-up after synthesis]
kind of cell	share of synthesized area
flops	0.471
buf+inv	0.0464
simple gates	0.0580
fa+ha+maj	0.261
xor+xnor	0.0394
compound gates	0.125
Power is estimated from default activity; no workload was simulated.
