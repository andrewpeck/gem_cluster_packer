[flow/config.mk]
export PLATFORM = sky130hd
export DESIGN_NAME = count_clusters_lite
export DESIGN_NICKNAME = count_clusters_lite
export VERILOG_FILES = /design/flow/design.v
export SDC_FILE = /design/flow/constraint.sdc
export NUM_CORES = 4
export LEC_CHECK = 1
export CORE_UTILIZATION = 30
[flow/constraint.sdc]
current_design count_clusters_lite

set clk_period 5.6
set clk_io_pct 0.2

create_clock -name clk0 -period $clk_period [get_ports {clock4x}]

set non_clock_inputs [all_inputs -no_clocks]
set_input_delay [expr $clk_period * $clk_io_pct] -clock clk0 $non_clock_inputs
set_output_delay [expr $clk_period * $clk_io_pct] -clock clk0 [all_outputs]
[flow/design.v]
module count_clusters_lite (
    input clock4x,
    input  [767:0] vpfs_i,
    output reg [10:0] cnt_o,
    output reg overflow_o
);
  reg [2 : 0] cnt_s1  [127 : 0];  
  reg [3 : 0] cnt_s2  [63 : 0];   
  reg [4 : 0] cnt_s3  [31 : 0];   
  reg [5 : 0] cnt_s4  [15 : 0];   
  reg [6 : 0] cnt_s5  [ 7 : 0];   
  reg [8 : 0] cnt_s6  [ 3 : 0];   
  reg [9 : 0] cnt_s7  [ 1 : 0];   
  reg [10:0] cnt;  
  (*EQUIVALENT_REGISTER_REMOVAL="NO"*)
  reg  [767:0] vpfs_s0;
  (*EQUIVALENT_REGISTER_REMOVAL="NO"*)
  reg  [767:0] vpfs;
  always @(posedge clock4x) begin
    vpfs_s0 <= vpfs_i;
    vpfs    <= vpfs_s0;
  end
  genvar icnt;
  generate
  for (icnt=0; icnt<(128); icnt=icnt+1) begin: cnt_s1_loop
    always @(posedge clock4x)
      cnt_s1[icnt] <= fast6count(vpfs[(icnt+1)*6-1:icnt*6]);
  end
  endgenerate
  generate
  for (icnt=0; icnt<(64); icnt=icnt+1) begin: cnt_s2_loop
    always @(posedge clock4x)
        cnt_s2[icnt] <= cnt_s1[(icnt+1)*2-1] + cnt_s1[icnt*2];
  end
  endgenerate
  generate
  for (icnt=0; icnt<(32); icnt=icnt+1) begin: cnt_s3_loop
    always @(posedge clock4x)
      cnt_s3[icnt] <= cnt_s2[(icnt+1)*2-1] + cnt_s2[icnt*2];
  end
  endgenerate
  generate
  for (icnt=0; icnt<(16); icnt=icnt+1) begin: cnt_s4_loop
    always @(posedge clock4x)
      cnt_s4[icnt] <= cnt_s3[(icnt+1)*2-1] + cnt_s3[icnt*2];
  end
  endgenerate
  generate
  for (icnt=0; icnt<(8); icnt=icnt+1) begin: cnt_s5_loop
    always @(posedge clock4x)
      cnt_s5[icnt] <= cnt_s4[(icnt+1)*2-1] + cnt_s4[icnt*2];
  end
  endgenerate
  generate
  for (icnt=0; icnt<(4); icnt=icnt+1) begin: cnt_s6_loop
    always @(posedge clock4x)
      cnt_s6[icnt] <= cnt_s5[(icnt+1)*2-1] + cnt_s5[icnt*2];
  end
  endgenerate
  always @(posedge clock4x) begin
    cnt_s7[0] <= cnt_s6[0]  + cnt_s6[1]  + cnt_s6[2]  + cnt_s6[3];
    cnt_s7[1] <= 0;
  end
  always @(posedge clock4x) begin
    cnt <= cnt_s7[0] + cnt_s7[1];
    cnt_o <= cnt;
    overflow_o <= (cnt > 8);
  end
  function [2:0] fast6count;   
  input [5:0] s;
  begin
      fast6count[0] = ^s[5:0];
      fast6count[1] =  
                        s==6'b111111 |
                        ( s==6'b000111 | s==6'b111000 | s==6'b001011 | s==6'b001101 | s==6'b001110  |  s==6'b010011 | s==6'b010101 | s==6'b010110  |  s==6'b100011 | s==6'b100101 | s==6'b100110 | s==6'b011001 | s==6'b011010 | s==6'b011100  |  s==6'b101001 | s==6'b101010 | s==6'b101100  |  s==6'b110001 | s==6'b110010 | s==6'b110100 ) |
                        ( s==6'b000011 | s==6'b000101 | s==6'b000110  |  s==6'b001001 | s==6'b001010 | s==6'b001100  | s==6'b010001 | s==6'b010010 | s==6'b010100 | s==6'b011000 | s==6'b100001 | s==6'b100010 | s==6'b100100 | s==6'b101000 | s==6'b110000 );
      fast6count[2] =  
                        s==6'b111111 |
                        ( s==6'b111100 | s==6'b111010 | s==6'b111001  |  s==6'b110110 | s==6'b110101 | s==6'b110011  | s==6'b101110 | s==6'b101101 | s==6'b101011 | s==6'b100111 | s==6'b011110 | s==6'b011101 | s==6'b011011 | s==6'b010111 | s==6'b001111 ) |
                        ( s==6'b111110 | s==6'b111101 | s==6'b111011  |  s==6'b110111 | s==6'b101111 | s==6'b011111 );
  end
  endfunction
endmodule
[flow/run.sh]
#!/bin/bash
# OpenROAD 26Q1-2900-gdf79404cd8, Yosys 0.63+post, stock flow scripts
make -C /OpenROAD-flow-scripts/flow DESIGN_CONFIG=/design/flow/config.mk WORK_HOME=/design/flow/orfs finish
==> flow_summary_export.csv <==
group,metric,value,unit
clocking,clkSlewWorstSetupHoldPaths,60,ps
power_and_ir_drop,net_sw_share,29.5,%
yosys,ys_seq_share,47.2,%
power_and_ir_drop,clock_power_share,35.1,%
clocking,htreeDepth,5,
worst_hold_path,timing.hold.worst.class,"reg2reg",
floorplan,floorplan.core_area,359000,µm²
yosys,netlist_area,108000,µm²
route,detail_route.vias_per_cell,4.21,
yosys,syn_inst,9821,
yosys,synth-area-yosys,108000,µm²
final_timing,aggregate_negative_setup_slack,0,ps
power_and_ir_drop,power-per-cell-area,428,nW/µm²
power_and_ir_drop,totalPowerFinal,56.6,mW
clocking,post_cts_repair_timing_setup_buffer_count,0,
floorplan,design.die.area,363000,µm²
final_timing,min_period_over_period,50.1,%
final_timing,unrepaired_setup_endpoints_after_global_routing,"false",
yosys,enable_flop_cells,0,
power_and_ir_drop,max-vdd-ir-drop,0.000389,V
cells_and_area,logic_area,52100,µm²
power_and_ir_drop,cellInternalPower,39.9,mW
final_timing,max_freq,0.357,GHz
yosys,yosys.area.top_type,"dfxtp_1",
yosys,syn_avg_cell_area,11.0,µm²
final_timing,report.final.slew_viol_count,0,
yosys,synth-warning-count,8,
final_timing,final.setup_skew,50.6,ps
placement,hpwl,174000,µm
cells_and_area,fillerInstances,34500,
grt,grt_use_total,12.5,%
status,result_of_the_run,"complete, no violations",
clocking,clock_sink_count,2551,
grt,grt_first_pass_wirelength,347000,µm
setup_path,worst_path_max_delay_cell,"clkdlybuf4s50_1",
route,drt_pre_antenna_iters,6,
floorplan,std_cell_rows,220,
run,warning_count,1027,
final_timing,final_tally_of_hold_violations,0,
clocking,tritoncts,"yes",
setup_path,critical_path.top_delay_family,"buffers and inverters",
floorplan,die_height,602,µm
setup_path,timing_worst_setup_path_type,"reg2out",
yosys,top_cell_area_share,47.2,%
placement,portBuffers,779,
grt,grt_overflow,0,
floorplan,die_width,602,µm
yosys,yosys_most_used_dff,"dfxtp_1",
setup_path,cp_data_arrival_time,1680,ps
route,routed-via-count,67000,
setup_path,cp_num_buf_inv,1,
setup_path,slowest_delay,450,ps
power_and_ir_drop,power.combinational.fraction,24.0,%
final_timing,setup-violations-final,0,
grt,grt_pass1_vias,65300,
cells_and_area,fraction_of_layout_instances_using_a_drive_strength_above_1,6.61,%
power_and_ir_drop,p_leak,64.3,nW
setup_path,critical_path.endpoint_type,"output port",
cells_and_area,sequential_cell_area,51100,µm²
final_timing,period_needed,2800,ps
clocking,clkLatencyLatePin,880,ps
floorplan,floorplanUtilization,30.1,%
route,final_routed_wirelength_across_all_metal_layers,223000,µm
clocking,cts-buffers-inserted,291,
grt,number_of_antenna_violations_at_the_first_check_in_global_routing,22,
yosys,synth.area.top_cells,"dfxtp_1, ha_1, inv_1",
yosys,ys_cells,9821,
route,postRouteAntennaNets,0,
clocking,post_cts.resized_instances,0,
yosys,ys_async_sr_fraction,0,%
clocking,clock_path_buffers,4,
grt,grt_max_degree,16,
setup_path,worst_ep_required_time,4480,ps
setup_path,critical_path.max_fanout,1,
clocking,root_buffer,"clkbuf_16",
clocking,hold_buffers,0,
cells_and_area,synthToLayoutAreaGrowth,22.2,%
setup_path,timing.critical_path.cells,"clkdlybuf4s50_1",
power_and_ir_drop,power.sequential.fraction,40.8,%
run,cap_violations,0,
placement,gp_congestion,0.851,
yosys,netlist-cell-type-count,47,
final_timing,relSlewSlack,49.9,%
route,dr_wl_cell,14.0,µm
floorplan,io_pins,781,
route,first_iter_violations,2891,
final_timing,worstMarginPinSlew,749,ps
route,remaining_drc_errors,0,
yosys,postSynthRegisterBits,2551,
power_and_ir_drop,switchingPower,16.7,mW
setup_path,setup_crit_start_kind,"register",
==> layout by cell type, fill, tap and decap left out, drive strengths merged, types with 30 or more instances in the layout <==
cell type,count
a211o,43
a21o,293
a21oi,121
a221oi,90
a22o,38
a22oi,114
a31oi,106
a32o,66
bufinv,32
clkbuf,383
clkdlybuf4s50,779
clkinv,68
dfxtp,2551
fa,140
ha,2021
inv,1354
nand2,580
nand2b,56
nand3,215
nor2,113
nor2b,53
o211ai,34
o21ai,681
o221a,77
o22a,30
o22ai,75
o31ai,105
or2,290
xnor2,472
==> layout make-up <==
class / instances / share of cell area, %
Timing Repair Buffer: 782 / 5.91
Antenna cell: 17 / 0.0322
Inverter: 1328 / 3.77
Clock inverter: 141 / 1.53
Sequential cell: 2551 / 38.6
Clock buffer: 383 / 6.20
Multi-Input combinational cell: 5941 / 39.4
Tap cell: 4773 / 4.52
==> cells by family after synthesis <==
| family | count (synthesis) | share of synthesized area [%] |
|---|---|---|
| xor gates and xnor gates | 482 | 3.90 |
| buffers and inverters | 1329 | 4.62 |
| other | 1 | 0.00347 |
| and+or+nand+nor | 1322 | 5.81 |
| AOI/OAI and AO/OA | 1975 | 12.5 |
| DFF | 2551 | 47.2 |
| adders and majority gates | 2161 | 26.0 |
==> final timing paths <==
path,slack (ps),endpoint,startpoint,cells after the start
max,2800,cnt_o[6],cnt_o[6],1
min,290,vpfs[235],vpfs_s0[235],0
max reg2reg,2810,cnt_s7[0][9],cnt_s6[0][1],10
min reg2reg,290,vpfs[235],vpfs_s0[235],0
==> per-stage QoR <==
stage / instances / hold WS, ps / setup WS, ps / instance area, µm² / utilization (%)
after floorplan: 9821 / 310 / 3040 / 108000 / -
after global placement: 15400 / 309 / 2800 / 122000 / 34.0
after detailed placement: 15400 / 312 / 2850 / 122000 / 34.0
after CTS: 15900 / 301 / 2670 / 132000 / 36.8
after global routing: 15900 / 313 / 2650 / 132000 / 36.8
final: 15900 / 294 / 2800 / 132000 / 36.8
==> registers in the layout, indices dropped and copies added, names as in the netlist <==
register,count
cnt_s4,96
vpfs_s0,768
cnt_s2,256
cnt_s3,160
cnt_o,10
cnt,10
cnt_s1,384
vpfs,768
cnt_s7,10
overflow_o,1
cnt_s5,56
cnt_s6,32
==> synth_stat cells, drive strengths merged (114+ instances only) <==
cell type	count
a21o	293
a21oi	121
a22oi	114
dfxtp	2551
fa	140
ha	2021
inv	1328
nand2	580
nand3	215
o21ai	681
or2	290
xnor2	472
==> layer usage <==
| metal | global-route usage [%] | wire length [µm] | vias up |
|---|---|---|---|
| met2 | 20.8 | 105000 | 1329 |
| met5 | 0 | 43 | - |
| met3 | 1.94 | 9710 | 403 |
| met4 | 4.31 | 8630 | 8 |
| li1 | - | - | 35100 |
| met1 | 16.8 | 99600 | 30200 |
==> power by group through the flow <==
stage / logic (mW) / registers [mW] / clock network (mW)
global route: 15.8 / 23.5 / 21.4
finish: 13.6 / 23.1 / 19.9
CTS: 14.1 / 23.3 / 20.6
No activity file was given, so power comes from the tool's default toggle rates.
