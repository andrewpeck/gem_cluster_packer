===== /design/flow/config.mk =====
export PLATFORM = sky130hd
export DESIGN_NAME = lac
export DESIGN_NICKNAME = lac
export VERILOG_FILES = /design/flow/design.v
export SDC_FILE = /design/flow/constraint.sdc
export NUM_CORES = 4
export LEC_CHECK = 1
export CORE_AREA = 10 10 70 70
export DIE_AREA = 0 0 80 80

===== /design/flow/constraint.sdc =====
current_design lac

set clk_period 1.0
set clk_io_pct 0.2

create_clock -name clk0 -period $clk_period [get_ports {clock}]
create_clock -name clk1 -period $clk_period [get_ports {clock4x}]
create_clock -name clk2 -period $clk_period [get_ports {clock5x}]

set non_clock_inputs [all_inputs -no_clocks]
set_input_delay [expr $clk_period * $clk_io_pct] -clock clk0 $non_clock_inputs
set_output_delay [expr $clk_period * $clk_io_pct] -clock clk0 [all_outputs]

===== /design/flow/design.v =====
module lac (
  input clock,  
  input clock4x,
  input clock5x,
  output clock_lac,  
  output strobe4x,  
  output strobe5x
);
reg lac_pos=0;
reg lac_neg=0;
(* max_fanout = 16 *) reg strobe_int_4x;
(* max_fanout = 16 *) reg rising_edge_5x;
(* max_fanout = 16 *) wire clock_lac_int;
always @(posedge clock) lac_pos <= ~lac_pos;
always @(negedge clock) lac_neg <= ~lac_neg;
assign clock_lac_int = lac_pos ^ lac_neg;
assign clock_lac = clock_lac_int;
assign strobe4x    = strobe_int_4x;
assign strobe5x    = rising_edge_5x;
reg [3:0] clock_sampled_4x;
always @(posedge clock4x) begin
  clock_sampled_4x <= {clock_sampled_4x[2:0], clock_lac};
  strobe_int_4x    <= (clock_sampled_4x==4'b0110);
end
reg clock_sampled_5x;
always @(posedge clock5x) begin
  clock_sampled_5x <= clock_lac;
  if (clock_lac && !clock_sampled_5x) rising_edge_5x <= 1'b1;
  else                                rising_edge_5x <= 1'b0;
end
endmodule

===== /design/flow/run.sh =====
#!/bin/bash
# OpenROAD 26Q1-2900-gdf79404cd8, Yosys 0.63+post, stock flow scripts
make -C /OpenROAD-flow-scripts/flow DESIGN_CONFIG=/design/flow/config.mk WORK_HOME=/design/flow/orfs finish

==> impl_metrics.json <==
{
  "outcome": "finished, violations left",
  "failed_checks": "negative setup slack",
  "overflow": 0,
  "path_clk_slew_ns": 0.04,
  "grt-busiest-layer": "met3",
  "r2r_start": "lac_neg",
  "reg2reg_depth": 3,
  "p_leak_nw": 0.172,
  "cp-start-kind": "flop",
  "grt_util_met2": 0.00642,
  "crit_path_top_delay_cell": "dfxtp_2",
  "dp_cells": 65,
  "fin_worst_skew_ns": 0.00215,
  "drc": 0,
  "rows": 21,
  "cp.arrival_ns": 1.38,
  "finalWirelength_um": 421,
  "hold_start": "clock_sampled_4x[2]",
  "seq_area_frac_synth": 0.823,
  "dp_hpwl_um": 271,
  "cts_hold_buf": 0,
  "cp_num_buf_inv": 1,
  "area_growth_pct": 83.4,
  "use_met1": 0.0149,
  "endpoint_kind": "output pin",
  "slowest_delay_ns": 0.32,
  "instances_no_fill": 77,
  "fin_util": 0.118,
  "wire_per_inst_um": 5.47,
  "grt_pass1_wl_um": 703,
  "setup_slack_ns": -0.578,
  "core_area_sq_um": 3420,
  "cts_tree": "done",
  "worstHoldPathType": "flop to flop",
  "drt-pass1-iter-count": 2,
  "syn_area_sq_um": 219,
  "tool_warnings": 30,
  "syn_area_per_cell_sq_um": 14.6,
  "min_path_cells": 0,
  "synth_cell_type_count": 5,
  "vias": 147,
  "crit_chain": "xor2_2 -> buf_2",
  "grt_max_degree": 4,
  "die_area_sq_um": 6400,
  "drv_slew": 0,
  "cp.required_ns": 0.80,
  "worstPathMaxFanout": 2,
  "antenna_found_initial": 0,
  "portBuffers": 3,
  "power_frac_seq": 0.370,
  "slew_headroom": 0.855,
  "hold-path-endpoint": "clock_sampled_4x[3]",
  "hold_viol": 0,
  "clock_sinks": 9,
  "diodes": 0,
  "critical_path_class": "flop to output pin",
  "postRouteAntennaNets": 0,
  "switching_power_w": 0.000178,
  "drv_cap": 0,
  "gp_congestion": 0.650,
  "tightest_slew_ns": 0.214,
  "numSynthFlops": 9,
  "die_x_um": 80,
  "use_met3": 0.0364,
  "track_usage": 0.0166,
  "initCoreUtil": 0.0641,
  "switching_share": 0.183,
  "r2r_slack_ns": -0.46,
  "fin_area_sq_um": 402,
  "ir_worst_vdd_uv": 729,
  "ys_area_sq_um": 219,
  "yosys_cells": 15,
  "first_global_vias": 180,
  "clock_power_share": 0.630,
  "combPwrFrac": 0,
  "postSynthCellCount": 15,
  "setup_viol": 4,
  "io-pin-count": 6,
  "r2r_end": "rising_edge_5x",
  "power.density_nw_per_um2": 2430,
  "die_h_um": 80,
  "grt_setup_unrepaired": "true",
  "synth_warnings": 1,
  "p_int_w": 0.000798,
  "via_per_inst": 1.91,
  "critPathTopFamily": "flip-flops",
  "drtIter0Drc": 3,
  "fill_cells": 398,
  "placed_cell_area_sq_um": 314,
  "drive_above_1_share": 0.484
}
power groups by stage:
stage	logic, W	clock network, W	registers [W]
CTS	0.0000000000503	0.000652	0.000361
global route	0.0000000000498	0.000717	0.000360
finish	0.0000000000498	0.000615	0.000361
logic make-up after synthesis:
| group | synth area share |
|---|---|
| flops | 0.823 |
| xor+xnor | 0.0400 |
| buf+inv | 0.0514 |
| simple gates | 0.0857 |
layer usage:
metal  part of all wire  wire length (um)  vias up
li1                   -                 -       75
met1               0.43               182       56
met2               0.24               100       12
met3               0.29               124        4
met4              0.031                13        0
met5                  0                 0        -
placed cells by master, fill, tap and decap left out, types with 2 or more instances in the layout:
cell / count
dfxtp_1: 8
clkbuf_1: 2
clkbuf_4: 9
inv_1: 3
dlygate4sd2_1: 2
cell type report:
type | count | area, sq um | share of cell area
sequential | 9 | 181 | 0.452
clock buffer | 11 | 75.1 | 0.187
tap | 46 | 57.6 | 0.143
timing repair buffer | 5 | 41.3 | 0.103
multi-input combinational | 3 | 35.0 | 0.0872
inverter | 2 | 7.51 | 0.0187
clock inverter | 1 | 3.75 | 0.00935
Yosys cell counts:
master,count,share of area
and2b_2,1,0.040
xor2_1,1,0.040
inv_1,3,0.051
nor4bb_1,1,0.046
dfxtp_1,9,0.82
worst max path at each step:
stage	endpoint	cells after the start	slack, ns	from
after CTS	clock_lac	2	-0.61	lac_neg
after global routing	clock_lac	2	-0.63	lac_neg
final	clock_lac	2	-0.58	lac_neg
state kept, by name (all words and copies together) (netlist names):
register	count
clock_sampled_4x	4
lac_pos	1
clock_sampled_5x	1
strobe_int_4x	1
rising_edge_5x	1
lac_neg	1
through the flow:
step	TNS, ns	hold slack, ns	worst slack, ns	power (W)
after floorplan	-0.559	0.323	-0.235	0.000379
after global placement	-1.51	0.329	-0.704	0.000379
after detailed placement	-1.53	0.337	-0.719	0.000379
after CTS	-1.79	0.346	-0.605	0.00101
after global routing	-1.95	0.354	-0.633	0.00108
final	-1.79	0.343	-0.578	0.000976
worst reg2reg max path, stage by stage (launching register included):
cell and delay (ns):
dfxtp_2 0.32, xor2_2 0.17, buf_4 0.14, and2b_2 0.17
what timing repair did:
action,4_1_cts,5_1_grt
pin swaps,1,0
setup buffers,2,0
gates cloned,0,0
endpoints found under the setup margin,6,4
gates resized,7,1
No activity file was given, so power comes from the tool's default toggle rates.
